**design/flow/run.sh**
```bash
#!/bin/bash
# OpenROAD 26Q1-2900-gdf79404cd8, Yosys 0.63+post, stock flow scripts
make -C /OpenROAD-flow-scripts/flow DESIGN_CONFIG=/design/flow/config.mk WORK_HOME=/design/flow/orfs finish
```
**design/flow/config.mk**
```make
export PLATFORM = sky130hd
export DESIGN_NAME = data_converter
export DESIGN_NICKNAME = data_converter
export VERILOG_FILES = /design/flow/design.v
export SDC_FILE = /design/flow/constraint.sdc
export NUM_CORES = 4
export LEC_CHECK = 1
export CORE_AREA = 10 10 70 70
export DIE_AREA = 0 0 80 80
```
**design/flow/constraint.sdc**
```tcl
current_design data_converter

set clk_period 5.1
set clk_io_pct 0.2

create_clock -name clk0 -period $clk_period

set non_clock_inputs [all_inputs -no_clocks]
set_input_delay [expr $clk_period * $clk_io_pct] -clock clk0 $non_clock_inputs
set_output_delay [expr $clk_period * $clk_io_pct] -clock clk0 [all_outputs]
```
**design/flow/design.v**
```verilog
module data_converter (
    input signed [5:0] data,
    input display_mode,  
    output reg [3:0] digit0,
    output reg [3:0] digit1,
    output reg [3:0] digit2
);
    reg [5:0] magnitude_data;
    reg is_negative;
    reg [7:0] extended_data;
    integer tens, ones;
    always @(*) begin
        if (data[5]) begin 
            is_negative = 1;
            magnitude_data = -data;
        end else begin
            is_negative = 0;
            magnitude_data = data;
        end
        if (display_mode == 0) begin 
            tens = magnitude_data / 10;
            ones = magnitude_data % 10;
            digit0 = ones[3:0];
            digit1 = tens[3:0];
            digit2 = is_negative ? 4'hE : 4'hF;  
        end else begin  
            extended_data = {2'b00, magnitude_data}; 
            digit0 = extended_data[3:0];
            digit1 = extended_data[7:4];
            digit2 = is_negative ? 4'hE : 4'hF;   
        end
    end
endmodule
```
==> ci_impl_report.md <==
### Metrics collected by this job

| Metric | Value |
|---|---|
| Outcome | `finished, final reports clean` |
| Final Max Tran Viols | `0` |
| Setup WS pre-CTS | `-0.397 ns` |
| Via/cell ratio | `4.55` |
| Chip Area, Yosys | `639 sq um` |
| Largest net degree at the start of global routing | `12` |
| Layout filler cell count | `374` |
| Avg WL per Cell | `11.0 microns` |
| Port Buf Inserts | `15` |
| Hold Path Class | `input pin to output port` |
| Detailed-route DRC error count | `0` |
| Cell Pwr Density | `114 nW/um^2` |
| Total GRT Usage | `0.0607` |
| Crit path DRT | `4.08 ns` |
| Share of cells above drive strength 1 | `0.448` |
| Hold EP | `digit0[0]` |
| 1st-iter DRT viols | `45` |
| Adder Share, Synth | `0.117` |
| Initial Util | `0.187` |
| CP endpoint kind | `output port` |
| Logic area | `664 sq um` |
| Hold path cells | `3` |
| Worst-path fanout max | `3` |
| Total routed wirelength | `1980 microns` |
| Syn. warnings | `1` |
| Setup violators final | `0` |
| Area delta synth->final | `80.4%` |
| Fin crit share | `0.975` |
| Final Hold Vio Count | `0` |
| Antenna-violating nets left | `0` |
| Number of cells in Yosys stat | `90` |
| Largest family of logic cells by area | `AND-OR/OR-AND gates` |
| Simple Share, Synth | `0.309` |
| Critical path data arrival time | `3.95 ns` |
| Sequential fraction of the synthesis area | `0` |
| GPL Wtd Cong | `0.853` |
| Startpoint Class | `input pin` |
| Hold Buf Count CTS | `0` |
| Synthesized area | `639 sq um` |
| HP Start | `data[0]` |
| Syn_area_per_cell | `7.10 sq um` |
| Post-Synth AOI/OAI Area | `0.342` |
| Multiplexer share | `0.0509` |
| Clock period minus worst slack | `4.97 ns` |
| Core ar. | `3420 sq um` |
| Rows | `21` |
| Max Fclk | `201 MHz` |
| Antenna Cells | `0` |
| Initial antenna violation count | `0` |
| Tool warnings | `36` |
| Leak | `0.528 nW` |
| Flop count | `0` |
| Post-DP HPWL | `1540 microns` |
| Die H | `80 microns` |
| Setup ws final | `0.127 ns` |
| Ports | `19` |
| DR vias | `819` |
| Synthesized instance count | `90` |
| Yosys xor share | `0.0548` |
| First-pass GRT wire length | `3410 microns` |
| Grt ovf | `0` |
| Util after Layout | `0.338` |
| Clock Buffer Count | `0` |
| Setup CP Type | `input pin to output port` |
| Die W | `80 microns` |
| Max-cap violation count | `0` |
| Register area | `0 sq um` |
| Power, Total | `131 uW` |
| Die area | `6400 sq um` |
| Number of global-route vias before repair | `777` |
| Unique masters post-synth | `44` |
| First-pass DRT Iterations | `4` |
| Worst VDD drop | `0.0438 mV` |
## cells in the mapped netlist (2+ instances only)
| cell | instances | share of area |
|---|---|---|
| o21ai_0 | 4 | 0.031 |
| a22o_1 | 2 | 0.027 |
| nor2_1 | 7 | 0.041 |
| nor2b_1 | 3 | 0.029 |
| nand3_1 | 2 | 0.016 |
| o211ai_1 | 2 | 0.023 |
| a221o_1 | 2 | 0.031 |
| nand4_1 | 2 | 0.020 |
| ha_1 | 6 | 0.12 |
| conb_1 | 2 | 0.012 |
| inv_1 | 6 | 0.035 |
| buf_4 | 5 | 0.059 |
| a21oi_1 | 4 | 0.031 |
| xnor2_1 | 3 | 0.041 |
| nand2b_1 | 2 | 0.020 |
| nor3_1 | 2 | 0.016 |
| nand2_1 | 8 | 0.047 |
| mux2_2 | 2 | 0.035 |
## layer usage
metal | share of wire | GRT usage | vias to the layer above
met5 | 0 | 0 | -
met4 | 0 | 0 | 0
met3 | 0.060 | 0.0125 | 0
met2 | 0.46 | 0.0995 | 21
met1 | 0.47 | 0.0844 | 378
li1 | - | - | 420
## worst max-delay path: stages
cell and delay (ns):
clkdlybuf4s50_1 0.43, or3b_4 0.41, a221oi_4 0.32, nand2_2 0.10, ha_4 0.28, nand2b_4 0.12
nand4_1 0.11, a221o_1 0.43, nand2_2 0.09, buf_4 0.12, o211ai_1 0.10, nor4b_2 0.22
clkdlybuf4s15_1 0.21
## logic make-up (layout without fill, tap and decap cells)
kind of cell | count (synthesis) | after routing
other cells | 2 | 4
simple gates | 35 | 35
mux | 3 | 3
buf+inv | 14 | 56
fa+ha+maj | 6 | 6
compound gates | 26 | 26
xor+xnor | 4 | 4
## worst max-delay path by stage
stage	startpoint	end
after CTS	data[0]	digit0[2]
after global routing	data[2]	digit0[2]
final	data[2]	digit0[2]
## per-stage QoR
step	instances	TNS (ns)	instance area, sq um	hold slack (ns)
6_report	180	0	1150	2.74
5_1_grt	180	-0.0139	1150	2.79
4_1_cts	178	-0.127	1060	2.96
3_5_place_dp	171	-1.10	996	3.03
3_3_place_gp	171	-1.03	996	3.03
2_1_floorplan	92	0	647	2.11
## layout make-up
cell class / instances / area share
multi-input combinational: 78 / 0.576
inverter: 7 / 0.0228
tap: 46 / 0.0499
timing repair buffer: 49 / 0.351
## cell usage in the layout (no fill, tap or decap), types with 2 or more instances in the layout
master           Yosys  layout
dlygate4sd2_1        0       2
inv_1                6       4
clkdlybuf4s50_1      0       8
nand2_2              0       2
dlymetal6s2s_1       0       3
nand3_1              2       2
mux2_2               2       2
a21oi_2              0       2
conb_1               2       4
xnor2_1              3       2
nor2b_1              3       3
inv_2                1       3
nor2_2               0       2
a221o_1              2       2
o21ai_0              4       3
buf_4                5      34
nor2_1               7       5
a22o_1               2       2
a21oi_1              4       2
o211ai_1             2       2
ha_1                 6       4
nand2_1              8       6
nand4_1              2       2
nor3_1               2       2
## report_power, final
group	switching [mW]	internal [mW]	total, mW
Sequential	0	0	0
Combinational	0.0580	0.0730	0.131
Clock	0	0	0
## repair_timing
item	in CTS	in global routing
endpoints found under the setup margin	4	5
buffers inserted	7	2
gates resized	12	19
pin swaps	9	5
Power and IR drop assume default switching activity.
