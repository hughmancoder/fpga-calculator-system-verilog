<file path="run.sh">
#!/bin/bash
# OpenROAD 26Q1-2900-gdf79404cd8, Yosys 0.63+post, stock flow scripts
make -C /OpenROAD-flow-scripts/flow DESIGN_CONFIG=/design/flow/config.mk WORK_HOME=/design/flow/orfs finish
</file>
<file path="config.mk">
export PLATFORM = sky130hd
export DESIGN_NAME = control_logic
export DESIGN_NICKNAME = control_logic
export VERILOG_FILES = /design/flow/design.v
export SDC_FILE = /design/flow/constraint.sdc
export NUM_CORES = 4
export LEC_CHECK = 1
export CORE_AREA = 10 10 89 89
export DIE_AREA = 0 0 99 99
</file>
<file path="constraint.sdc">
current_design control_logic

set clk_period 2.1
set clk_io_pct 0.2

create_clock -name clk0 -period $clk_period [get_ports {clk}]

set non_clock_inputs [all_inputs -no_clocks]
set_input_delay [expr $clk_period * $clk_io_pct] -clock clk0 $non_clock_inputs
set_output_delay [expr $clk_period * $clk_io_pct] -clock clk0 [all_outputs]
</file>
<file path="design.v">
`timescale 1ns / 1ps
module alu (
    input logic signed [5:0] operand1, 
    input logic signed [5:0] operand2,
    input logic operator_select,  
    output logic signed [5:0] result
);
    logic [5:0] sum, sub;
    logic [5:0] operand2_complement;
    logic carry_out_add, carry_out_sub;
    logic carry_add[5:0]; 
    full_adder FA0_add (operand1[0], operand2[0], 1'b0, sum[0], carry_add[0]);
    full_adder FA1_add (operand1[1], operand2[1], carry_add[0], sum[1], carry_add[1]);
    full_adder FA2_add (operand1[2], operand2[2], carry_add[1], sum[2], carry_add[2]);
    full_adder FA3_add (operand1[3], operand2[3], carry_add[2], sum[3], carry_add[3]);
    full_adder FA4_add (operand1[4], operand2[4], carry_add[3], sum[4], carry_add[4]);
    full_adder FA5_add (operand1[5], operand2[5], carry_add[4], sum[5], carry_out_add);
    assign operand2_complement = ~operand2; 
    logic carry_sub[5:0];
    full_adder FA0_sub (operand1[0], operand2_complement[0], 1'b1, sub[0], carry_sub[0]); 
    full_adder FA1_sub (operand1[1], operand2_complement[1], carry_sub[0], sub[1], carry_sub[1]);
    full_adder FA2_sub (operand1[2], operand2_complement[2], carry_sub[1], sub[2], carry_sub[2]);
    full_adder FA3_sub (operand1[3], operand2_complement[3], carry_sub[2], sub[3], carry_sub[3]);
    full_adder FA4_sub (operand1[4], operand2_complement[4], carry_sub[3], sub[4], carry_sub[4]);
    full_adder FA5_sub (operand1[5], operand2_complement[5], carry_sub[4], sub[5], carry_out_sub);
    assign result = operator_select ? sum : sub;
endmodule
`timescale 1ns / 1ps
module control_logic (
    input clk,                 
    input confirm,             
    input reset,    
    input display_mode_change,           
    input operator_select, 
    input [3:0] operand_input, 
    output reg display_mode,
    output reg signed [5:0] display_result
);
    typedef enum logic [2:0] {
        S0_IDLE      = 3'b000,
        S1_OP1       = 3'b001,
        S2_OP1_WR    = 3'b010,
        S3_OP2       = 3'b011,
        S4_OP2_WR    = 3'b100,
        S5_CALCULATE = 3'b101
    } state_t;
    wire [2:0] state;
    state_machine state_machine_instance (
        .clk(clk),
        .reset(reset),
        .confirm(confirm),
        .state(state)
    );
    reg signed [5:0] operand1;
    reg signed [5:0] operand2;
    wire signed [5:0] alu_result;
    wire signed [5:0] operand_input_display;
    alu alu_instance(
        .operand1(operand1), 
        .operand2(operand2), 
        .operator_select(operator_select), 
        .result(alu_result)
    );
    input_handler input_handler_instance(
        .clk(clk),
        .reset(reset),
        .confirm(confirm),
        .display_mode_change(display_mode_change),
        .operand_input(operand_input),
        .state(state),  
        .operand1(operand1),
        .operand2(operand2),
        .operand_input_display(operand_input_display),
        .display_mode(display_mode)
    );
    assign display_result = (state == S5_CALCULATE) ? alu_result : operand_input_display;
endmodule
`timescale 1ns / 1ps
module full_adder(
    input logic a, b, cin,
    output logic sum, cout
);
    assign sum = a ^ b ^ cin;
    assign cout = (a & b) | (cin & (a ^ b));
endmodule
`timescale 1ns / 1ps
module input_handler (
    input clk,
    input reset,
    input confirm,
    input display_mode_change,
    input [3:0] operand_input,
    input [2:0] state,
    output reg signed [5:0] operand1,
    output reg signed [5:0] operand2,
    output reg signed [5:0] operand_input_display,
    output reg display_mode
);
    typedef enum logic [2:0] {
        S0_IDLE      = 3'b000,
        S1_OP1       = 3'b001,
        S2_OP1_WR    = 3'b010,
        S3_OP2       = 3'b011,
        S4_OP2_WR    = 3'b100,
        S5_CALCULATE = 3'b101
    } state_t;
    reg display_mode_change_prev;
    always @(posedge clk or posedge reset) begin
        if (reset) begin
            operand1 <= 6'sb000000;
            operand2 <= 6'sb000000;
            operand_input_display <= 6'sb000000;
            display_mode_change_prev <= 0;
            display_mode <= 0;
        end else begin
            if (display_mode_change_prev == 0 && display_mode_change == 1) begin
                display_mode <= ~display_mode;  
            end
            display_mode_change_prev <= display_mode_change;
            case (state)
                S1_OP1: begin
                operand_input_display <= $signed({1'b0, operand_input});  
                if (confirm) begin
                    operand1 <= $signed({1'b0, operand_input}); 
                end
            end
            S2_OP1_WR: if (confirm) operand1 <= $signed({1'b0, operand_input}); 
            S3_OP2: begin
                operand_input_display <= $signed({1'b0, operand_input});  
                if (confirm) begin
                    operand2 <= $signed({1'b0, operand_input});  
                end
            end
                S3_OP2: operand_input_display <= $signed({1'b0, operand_input});  
                S4_OP2_WR: if (confirm) operand2 <= $signed({1'b0, operand_input});  
                default:;
            endcase
        end
    end
endmodule
`timescale 1ns / 1ps
module state_machine (
    input clk,
    input reset,
    input confirm,
    output reg [2:0] state
);
    typedef enum logic [2:0] {
        S0_IDLE      = 3'b000,
        S1_OP1       = 3'b001,
        S2_OP1_WR    = 3'b010,
        S3_OP2       = 3'b011,
        S4_OP2_WR    = 3'b100,
        S5_CALCULATE = 3'b101
    } state_t;
    reg [2:0] next_state;
    always @(posedge clk or posedge reset) begin
        if (reset) begin
            state <= S0_IDLE;
        end else begin
            state <= next_state;  
        end
    end
    always @(*) begin
        next_state = state;  
        case (state)
            S0_IDLE: begin
                next_state = S1_OP1;  
            end
            S1_OP1: begin
                if (confirm) next_state = S2_OP1_WR;  
            end
            S2_OP1_WR: begin
                if (~confirm) next_state = S3_OP2;  
            end
            S3_OP2: begin
                if (confirm) next_state = S4_OP2_WR;
            end
            S4_OP2_WR: begin
                if (~confirm) next_state = S5_CALCULATE;
            end
            S5_CALCULATE: begin     
                next_state = S5_CALCULATE;  
            end
            default:;
        endcase
    end
endmodule
</file>
==> metrics.cfg <==
[run_status]
outcome = finished, violations left
violations = negative setup slack

[placed_design]
pre_cts_ws_ps = -812
portBuffers = 15
dp_hpwl_mm = 1.44
place.gp.congestion = 0.774
place_area_mm2 = 0.00127

[setup_path]
slowest_stage = dfrtp_1
critical_path_class = reg -> out
cp-end-kind = primary output
rr_startpoint = state_machine_instance.state[3]
rr_worst_depth = 2
worstPathRequired_ps = 1680
max_stage_delay_ps = 390
r2r_slack_ps = 900
arrival_ps = 2390
cp_num_cells = 11
crit_fanout = 2
regToRegEndpoint = input_handler_instance.operand1[0]
cp-start-kind = flop
cp_top_family = adder cells
critPathBufInv = 5
crit_chain = inv_1 -> ha_2 -> inv_2 -> fa_2 -> inv_2 -> fa_2 -> inv_2 -> fa_2 -> or2_1 -> a21boi_2 -> buf_2

[finish]
final_layout_size_suffix_gt1_share_pct = 31.4
stdcell_area_mm2 = 0.00136
fin_util_pct = 22.8
area_growth_syn_to_layout_pct = 33.6

[clock_network]
clk_latency_ps = 250
cts_buffers = 3
clk_path_buf_depth = 2
cts_tree = done
htree_levels = 1
cts_hold_buf = 0
numClockSinks = 20
clockRootBuffer = clkbuf_8
clk_pin_slew_worst_paths_ps = 70

[final_timing]
whs_ps = 480
max_freq_mhz = 356
setup_viol = 5
finClkSkew_ps = 4.70
hold_viol_final = 0
period_minus_slack_ps = 2810
slew_viol_final = 0
rsz0062_at_grt = true
layout_worst_path_cycle_share_pct = 134
setup_slack_ps = -709

[die]
coreArea_mm2 = 0.00599
die_x_um = 99
die_height_um = 99
dieArea_mm2 = 0.00980
initial_core_util_pct = 17.0
rows = 28
pin_count = 16

[logic_synthesis]
syn_area_mm2 = 0.00102
ys.flop_type = dfrtp_1
ys_cells = 83
ys_types = 23
syn_area_per_cell_um2 = 12.3
ys_seq_share_pct = 49.1
top_area_cell = dfrtp_1
yosysChipArea_mm2 = 0.00102
ys_ff = 20
area_leaders = dfrtp_1 47%, mux2_1 13%, fa_1 12%
async_flop_share_pct = 100
synth-edff-count = 0
top_cell_area_share_pct = 46.6
syn-instance-count = 83
ys_warn_count = 6

[drt]
ant_nets = 0
wl_mm = 1.93
dr.pass1.iters = 2
antenna_cells_inserted = 0
drt_iter0_markers = 23
avgViaCountPerCell = 3.46
drt-wirelength-per-cell_um = 10.7
vias = 622
drc_errors = 0

[flow_run]
warning_count = 29
cap_viol_max_count = 0

[grt]
grt_max_degree = 21
grt_pass1_wl_mm = 3.32
track_usage_pct = 4.04
grt.overflow.total = 0
antenna_found_initial = 0
grt_pass1_vias = 669

[min_path]
worst_hold_path_type = reg -> reg
min_from = input_handler_instance.display_mode
hold_path_depth = 1
holdPathEnd = input_handler_instance.display_mode

[power_and_ir_drop]
p_leak_nw = 0.593
power.density_mw_per_mm2 = 844
ir_drop_mv = 0.367

[state kept, by name, summed over array words and instances (netlist names)]
| name | flops |
|---|---|
| input_handler_instance.display_mode_change_prev | 1 |
| state_machine_instance.state | 6 |
| input_handler_instance.operand_input_display | 4 |
| input_handler_instance.operand2 | 4 |
| input_handler_instance.operand1 | 4 |
| input_handler_instance.display_mode | 1 |
[how the worst max path moves through the flow]
stage,start,endpoint,slack [ps]
4_1_cts,input_handler_instance.operand2[0],display_result[3],-670
5_1_grt,input_handler_instance.operand2[0],display_result[4],-780
6_report,input_handler_instance.operand1[0],display_result[4],-710
[placed cells by master, fill, tap and decap left out, types with 2 or more instances in the layout]
cell and instances:
buf_2 5, nand2_1 2, nor2b_1 2, dfrtp_1 19, nand2b_1 2, clkdlybuf4s50_1 10
inv_2 5, or2_1 2, clkbuf_8 4, a21oi_1 2, a21o_1 2, nor2_1 4
inv_1 9, a31o_1 2, buf_4 4, o21ai_2 2, fa_2 5, mux2_1 12
[cells by family (layout without fill, tap and decap cells)]
family | Yosys count | count (layout) | share of synthesized area [%]
DFF | 20 | 20 | 49.1
buffers and inverters | 16 | 38 | 6.74
and+or+nand+nor | 15 | 15 | 7.84
muxes | 13 | 13 | 14.2
AOI/OAI and AO/OA | 9 | 9 | 6.62
adders and majority gates | 8 | 8 | 14.2
other | 1 | 1 | 0.367
xor gates and xnor gates | 1 | 1 | 0.858
[power by group]
part           leakage [nW]  switching (mW)  internal [mW]
Sequential            0.232          0.0501          0.440
Clock                0.0288           0.120          0.167
Combinational         0.332           0.145          0.228
Total                 0.593           0.315          0.835
[worst reg2reg max path, stage by stage (launching register included)]
cell and delay, ps:
dfrtp_1 410, o21ai_2 320, mux2_1 360
[synthesized netlist by cell type, drive strengths merged (2+ instances only)]
cell,n
dfrtp,19
inv,14
mux2,12
fa,6
nor2,5
nand2b,3
a21o,2
a21oi,2
a31o,2
buf,2
ha,2
nand2,2
nor2b,2
o21ai,2
or2,2
[cell type report]
class,instances,area (µm²)
fill,613,4630
tap,75,93.8
clock buffer,4,55.1
inverter,14,52.6
sequential,20,502
multi-input combinational,47,494
timing repair buffer,20,166
[repair_timing]
item | in CTS | in global routing
gates resized | 27 | 1
buffers inserted | 2 | 1
endpoints found under the setup margin | 5 | 6
pin swaps | 5 | 4
[routing by layer]
layer | global-route usage, % | up-vias | share of wire, % | wire length, µm
met5 | 0 | - | 0 | 0
met4 | 0.662 | 0 | 1.3 | 25
met3 | 0.916 | 4 | 3.6 | 70
met2 | 5.76 | 14 | 40 | 768
met1 | 6.15 | 300 | 55 | 1060
li1 | - | 304 | - | -
[stage by stage]
step | cells | power [mW] | setup TNS, ps
after global routing | 180 | 1.25 | -3070
final | 180 | 1.15 | -2580
after floorplan | 83 | 0.676 | -251
after detailed placement | 173 | 0.871 | -2950
after global placement | 173 | 0.867 | -2910
after CTS | 179 | 1.16 | -2530
Power is estimated from default activity; no workload was simulated.
