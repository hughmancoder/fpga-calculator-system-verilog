$ cat design.v
`timescale 1ns / 1ps
module digit_conversion (
    input signed [5:0] data,         
    input display_mode,              
    output reg [3:0] digit0,         
    output reg [3:0] digit1,         
    output reg is_negative
);
    reg [5:0] magnitude_sign_data;
    logic [7:0] extended_data; 
    integer tens, ones;
    integer tens, ones;
      always @(*) begin 
        if (data[5]) begin 
            is_negative = 1;
            magnitude_sign_data = -data; 
        end else begin
            is_negative = 0;
            magnitude_sign_data = data;
        end
        if (display_mode == 0) begin 
            tens = magnitude_sign_data / 10;
            ones = magnitude_sign_data % 10;
            digit0 = ones[3:0];
            digit1 = tens[3:0];
        end else begin 
            extended_data = {2'b00, magnitude_sign_data}; 
            digit0 = extended_data[3:0];
            digit1 = extended_data[7:4];
        end
    end
endmodule
module display_control (
    input clk,
    input signed [5:0] data,         
    input display_mode,              
    output reg [6:0] seg,            
    output reg [3:0] an              
);
    localparam [6:0] NEG_SIGN_SEG = 7'b0111111;  
    localparam [6:0] BLANK_SEG = 7'b1111111;     
    reg [19:0] refresh_counter = 0;  
    reg [1:0] digit_select;
    wire [3:0] digit0, digit1;    
    wire is_negative;            
    digit_conversion convert_digits (
        .data(data),
        .display_mode(display_mode),
        .digit0(digit0),
        .digit1(digit1),
        .is_negative(is_negative)
    );
    always @(posedge clk) begin
        refresh_counter <= refresh_counter + 1;
        digit_select <= refresh_counter[19:18]; 
    end
    always @(*) begin
        case (digit_select)
            2'b00: begin
                an = 4'b1110;  
                seg = display_mode ? hex_to_7seg(digit0) : dec_to_7seg(digit0);
            end
            2'b01: begin
                an = 4'b1101;  
                seg = display_mode ? hex_to_7seg(digit1) : dec_to_7seg(digit1);
            end
            2'b10: begin
                an = 4'b1011;  
                seg = is_negative ? NEG_SIGN_SEG : BLANK_SEG;
            end
            2'b11: begin
                an = 4'b0111;  
                seg = BLANK_SEG; 
            end
        endcase
    end
    function [6:0] dec_to_7seg;
        input [3:0] bin;
        begin
            case (bin)
                4'b0000: dec_to_7seg = 7'b1000000;  
                4'b0001: dec_to_7seg = 7'b1111001;  
                4'b0010: dec_to_7seg = 7'b0100100;  
                4'b0011: dec_to_7seg = 7'b0110000;  
                4'b0100: dec_to_7seg = 7'b0011001;  
                4'b0101: dec_to_7seg = 7'b0010010;  
                4'b0110: dec_to_7seg = 7'b0000010;  
                4'b0111: dec_to_7seg = 7'b1111000;  
                4'b1000: dec_to_7seg = 7'b0000000;  
                4'b1001: dec_to_7seg = 7'b0010000;  
                default: dec_to_7seg = 7'b1111111; 
            endcase
        end
    endfunction
    function [6:0] hex_to_7seg;
        input [3:0] bin;
        begin
            case (bin)
                4'b0000: hex_to_7seg = 7'b1000000;  
                4'b0001: hex_to_7seg = 7'b1111001;  
                4'b0010: hex_to_7seg = 7'b0100100;  
                4'b0011: hex_to_7seg = 7'b0110000;  
                4'b0100: hex_to_7seg = 7'b0011001;  
                4'b0101: hex_to_7seg = 7'b0010010;  
                4'b0110: hex_to_7seg = 7'b0000010;  
                4'b0111: hex_to_7seg = 7'b1111000;  
                4'b1000: hex_to_7seg = 7'b0000000;  
                4'b1001: hex_to_7seg = 7'b0010000;  
                4'b1010: hex_to_7seg = 7'b0001000;  
                4'b1011: hex_to_7seg = 7'b0000011;  
                4'b1100: hex_to_7seg = 7'b1000110;  
                4'b1101: hex_to_7seg = 7'b0100001;  
                4'b1110: hex_to_7seg = 7'b0000110;  
                4'b1111: hex_to_7seg = 7'b0001110;  
                default: hex_to_7seg = 7'b1111111;  
            endcase
        end
    endfunction
endmodule
$ cat run.sh
#!/bin/bash
# OpenROAD 26Q1-2900-gdf79404cd8, Yosys 0.63+post, stock flow scripts
make -C /OpenROAD-flow-scripts/flow DESIGN_CONFIG=/design/flow/config.mk WORK_HOME=/design/flow/orfs finish
$ cat config.mk
export PLATFORM = sky130hd
export DESIGN_NAME = display_control
export DESIGN_NICKNAME = display_control
export VERILOG_FILES = /design/flow/design.v
export SDC_FILE = /design/flow/constraint.sdc
export NUM_CORES = 4
export LEC_CHECK = 1
export CORE_AREA = 10 10 95 95
export DIE_AREA = 0 0 105 105
$ cat constraint.sdc
current_design display_control

set clk_period 4.8
set clk_io_pct 0.2

create_clock -name clk0 -period $clk_period [get_ports {clk}]

set non_clock_inputs [all_inputs -no_clocks]
set_input_delay [expr $clk_period * $clk_io_pct] -clock clk0 $non_clock_inputs
set_output_delay [expr $clk_period * $clk_io_pct] -clock clk0 [all_outputs]
==> run notes <==
Notes on the physical implementation.

- In this run the standard cell core region covers 6910 µm².
- The share of flip-flops with an asynchronous set or reset is 0, for reference.
- For this run, the number of Yosys warnings is 2.
- The count of filler cells inserted in the layout is 654, for reference.
- Once synthesis finished, the tally of register bits stood at 22.
- The cell area that synthesis handed to floorplanning was 1980 µm².
- Along the worst path, the maximum fanout reaches 4.
- The growth of design area from synthesis to finish is 58.0%, for reference.
- The power report attributes to the combinational group a share of 0.501.
- The average cell area after synthesis is 8.26 µm², for reference.
- The script computed the net switching share of total power as 0.310.
- The total count of hold-check failures in the final report is 0, for reference.
- By count the netlist is led by 23 x sky130_fd_sc_hd__nand2_1, 22 x sky130_fd_sc_hd__dfxtp_1, 20 x sky130_fd_sc_hd__ha_1.
- The critical path's slowest stage uses the library cell sky130_fd_sc_hd__or3_1.
- The analysis attributes to cell leakage a power of 0.00131 µW.
- The startpoint kind of the worst setup timing path is an input port, for reference.
- According to the floorplan report, the die width is 105 µm.
- From the final report, the count of setup violators was given as 7.
- At the pin with the least slew margin, the transition time is 0.514 ns.
- Post-synthesis, Yosys gives the total cell area as 1980 µm².
- Wires add up to 5.37 mm.
- For this design, the CTS-stage hold fixing added 0 buffers.
- The worst-case clock skew is 0.00850 ns, for reference.
- The critical path required time is 3.84 ns, for reference.
- The vertical die size is 105 µm, for reference.
- Synthesis handed over a netlist of 240 instances.
- The global-route wire length before repair is 9.22 mm, for reference.
- The number of rows created at floorplan is 30, for reference.
- Per STA, the worst path is made up of buf_6, buf_6, o31a_4, xnor2_4, inv_2, ha_4, or2b_1, ha_4, nor3b_2, nand3_1, o311a_1, a21oi_2, inv_2, a211oi_2, o21a_1, nor2_4, buf_4, ha_4, or3_1, a31oi_1, buf_2.
- The final timing report derives a shortest allowable period of 5.59 ns.
- The number of DRC markers in iteration 0 is 69, for reference.
- The final weighted congestion recorded by global placement is 0.958.
- The run finished, with violations left.
- The worst VDD IR drop from the latest analysis is 0.187 mV.
- In the post-synthesis netlist, the biggest area contributors are sky130_fd_sc_hd__dfxtp_1 22%, sky130_fd_sc_hd__ha_1 13%, sky130_fd_sc_hd__xnor2_1 5.7%.
- The smallest setup slack after layout is -0.785 ns, for reference.
- Grouping stages by cell kind, the critical path spends the most delay in AND-OR/OR-AND gates.
- Per the final layout report, the fraction of cells sized above drive strength 1 comes to 0.431.
- The final routed wire length divided by cell count is 12.3 µm, for reference.
- The count of cell types in the netlist is 61, for reference.
- The cell area after layout is 3130 µm², for reference.
- The initial antenna violation count is 0.
- The final count of pins violating max slew is 0, for reference.
- Setup repair after global routing could not meet its margin everywhere.
- TritonCTS built the clock tree.
- Among all flip-flop cells after synthesis, the most frequent one is sky130_fd_sc_hd__dfxtp_1.
- Checking max transition, the worst relative margin is 0.656.
- Looking at the worst setup and hold paths, the clock pins of their registers show a slew of 0.08 ns.
- The final timing summary puts the cycle share of the worst path at 1.16.
- Once detail routing completed, the nets flagged for antenna violations numbered 0.
- The most numerous cell type found on the critical path is sky130_fd_sc_hd__ha_4.
- The cell count listed in synth_stat.txt is 240, for reference.
- The summed negative setup slack over all endpoints is -5.19 ns, for reference.
- The power density of the placed cells is 222 nW/µm², for reference.
- Once layout is complete, the utilization of the core stands at 0.453.
- Looking at the clock tree report, the root buffer type is sky130_fd_sc_hd__clkbuf_8.
- The DRC violation count after routing is 0, for reference.
- The number of logged tool warnings is 42, for reference.
- The maximum clock frequency is 0.179 GHz, for reference.
- The pre-antenna-repair detailed-routing pass consisted of 4 iterations.
- The cell accounting for the most synthesized area is sky130_fd_sc_hd__dfxtp_1, for reference.
- The clock passes through at most 2 buffers.
- The placement report lists the number of port buffers as 18.
- The initial cell density of the core is 0.287, for reference.
- Global routing finished with a remaining overflow of 0.
- The mean number of vias per cell is 4.76, for reference.
- The category of the most critical setup path is in2out, for reference.
- The floorplan step defined a die boundary enclosing 11000 µm².
- Sorting the synthesis cell report by count puts at the top sky130_fd_sc_hd__nand2_1.
- The cell area after placement is 2800 µm², for reference.
- Per the CTS log, the maximum H-tree level is 1.
- The final reports fail on setup timing.
- The count of max-cap constraint violations is 0, for reference.
- The element type at the critical path end is an output pin, for reference.
- The total number of vias is 2072, for reference.
- Counting the buffers created by CTS gives 3.
- Entering global routing, the biggest net connects 19 pins.
- The via count of the first global-routing pass is 1991, for reference.
- The stage delay of the slowest cell on the critical path is 0.37 ns, for reference.
- The type of the tightest min-delay check is reg2reg, for reference.
- 19 I/O pins were placed.
- Data arrives at the worst endpoint at 4.63 ns.
- The clock group share of total power is 0.238, for reference.
- The proportion of synthesized chip area in sequential cells is 0.222, for reference.
- The reported net switching power is 216 µW, for reference.
- The final antenna diode count is 0, for reference.
- The share of total power dissipated in sequential elements is 0.262.
- Of the post-synthesis cell area, the dominant cell type holds 0.222.
- Summed over all routing layers, the global router reports a total usage of 0.0963.
- The clock network latency to the later pin of the worst-skew pair is 0.26 ns, for reference.
- The power report lists cell-internal power as 481 µW.
- The half-perimeter wire length of the detailed placement result is 4.15 mm, for reference.
- The post-synth tally of flip-flops with integrated enable is 0, for reference.
- The critical path buffer and inverter count is 6, for reference.
- The CTS log lists the clock sinks for this run as 22.
## power by group through the flow
stage	sequential (µW)	combinational, µW	clock (µW)
after global routing	182	381	177
final	182	349	166
after CTS	182	333	170
## state kept, by name, indices dropped and copies added (netlist names)
register         cells
refresh_counter     20
digit_select         2
## layout by cell type (no fill, tap or decap), types with 2 or more instances in the layout
| cell | instances |
|---|---|
| sky130_fd_sc_hd__buf_2 | 7 |
| sky130_fd_sc_hd__nor2_1 | 15 |
| sky130_fd_sc_hd__or3_1 | 2 |
| sky130_fd_sc_hd__o21a_1 | 2 |
| sky130_fd_sc_hd__xnor2_1 | 13 |
| sky130_fd_sc_hd__nor3_1 | 2 |
| sky130_fd_sc_hd__buf_4 | 76 |
| sky130_fd_sc_hd__inv_2 | 5 |
| sky130_fd_sc_hd__a22oi_1 | 2 |
| sky130_fd_sc_hd__ha_4 | 5 |
| sky130_fd_sc_hd__a21boi_2 | 2 |
| sky130_fd_sc_hd__o21ai_0 | 2 |
| sky130_fd_sc_hd__and3_1 | 6 |
| sky130_fd_sc_hd__o21ai_2 | 2 |
| sky130_fd_sc_hd__nand2b_1 | 5 |
| sky130_fd_sc_hd__o21ai_1 | 3 |
| sky130_fd_sc_hd__o311ai_1 | 3 |
| sky130_fd_sc_hd__o22ai_1 | 5 |
| sky130_fd_sc_hd__ha_2 | 3 |
| sky130_fd_sc_hd__nand2_1 | 21 |
| sky130_fd_sc_hd__buf_6 | 8 |
| sky130_fd_sc_hd__clkdlybuf4s50_1 | 5 |
| sky130_fd_sc_hd__nand3_1 | 13 |
| sky130_fd_sc_hd__inv_1 | 9 |
| sky130_fd_sc_hd__dfxtp_1 | 22 |
| sky130_fd_sc_hd__clkbuf_8 | 3 |
| sky130_fd_sc_hd__clkbuf_2 | 3 |
| sky130_fd_sc_hd__a211oi_1 | 2 |
| sky130_fd_sc_hd__xor2_1 | 7 |
| sky130_fd_sc_hd__a21oi_2 | 2 |
| sky130_fd_sc_hd__ha_1 | 12 |
| sky130_fd_sc_hd__a21oi_1 | 10 |
| sky130_fd_sc_hd__a31oi_1 | 7 |
| sky130_fd_sc_hd__a221o_1 | 2 |
| sky130_fd_sc_hd__o211ai_1 | 7 |
## final cells by class
| type | instances | area, µm² | share of cell area |
|---|---|---|---|
| inverter | 17 | 71.3 | 0.0228 |
| sequential | 22 | 440 | 0.141 |
| tap | 96 | 120 | 0.0384 |
| timing repair buffer | 101 | 786 | 0.251 |
| clock buffer | 3 | 41.3 | 0.0132 |
| multi-input combinational | 195 | 1640 | 0.525 |
| clock inverter | 1 | 30.0 | 0.00959 |
## path summary, 6_finish.rpt
kind | cells past startpoint | startpoint | end | slack (ns)
setup / recovery | 21 | data[1] | seg[1] | -0.79
hold / removal | 0 | refresh_counter[19]$_DFF_P_ | digit_select[1]$_DFF_P_ | 0.37
setup reg to reg | 6 | refresh_counter[2]$_DFF_P_ | refresh_counter[17]$_DFF_P_ | 3.01
hold reg to reg | 0 | refresh_counter[19]$_DFF_P_ | digit_select[1]$_DFF_P_ | 0.37
## per-layer routing
layer	GRT usage	vias to the layer above	wire, µm
met2	0.152	43	2490
met3	0.00932	8	161
li1	-	1072	-
met1	0.140	949	2620
met4	0.0176	0	94
met5	0	-	0
## worst reg2reg max path, stage by stage, from the launching register on
cell	delay, ns
sky130_fd_sc_hd__dfxtp_1	0.39
sky130_fd_sc_hd__and3_1	0.19
sky130_fd_sc_hd__and3_1	0.22
sky130_fd_sc_hd__nand2_1	0.10
sky130_fd_sc_hd__nor3_1	0.45
sky130_fd_sc_hd__nand3_1	0.18
sky130_fd_sc_hd__xnor2_1	0.16
## per-stage QoR
step | worst slack (ns) | instances | hold slack, ns | power, µW
2_1_floorplan | -0.546 | 240 | 0.350 | 337
3_3_place_gp | -1.60 | 411 | 0.357 | 473
3_5_place_dp | -1.65 | 411 | 0.357 | 473
4_1_cts | -0.786 | 432 | 0.368 | 685
5_1_grt | -0.947 | 435 | 0.378 | 740
6_report | -0.785 | 435 | 0.366 | 697
## cells by family (layout without fill, tap and decap cells)
family / Yosys count / in the layout / synth area share
simple gates: 83 / 83 / 0.215
compound gates: 69 / 69 / 0.273
buf+inv: 23 / 122 / 0.0505
flops: 22 / 22 / 0.222
xor+xnor: 21 / 21 / 0.102
fa+ha+maj: 20 / 20 / 0.126
mux: 2 / 2 / 0.0101
## repair_timing
| item | 4_1_cts | 5_1_grt |
|---|---|---|
| resized | 69 | 13 |
| pin swaps | 30 | 21 |
| buffers inserted | 17 | 3 |
| endpoints found under the setup margin | 7 | 7 |
No activity file was given, so power comes from the tool's default toggle rates.
